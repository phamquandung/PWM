==> design/flow/design.v <==
`timescale 1ns / 1ps
module laser_pulse(CLK, RSTn, EN, MODE, PULSE_1, PULSE_2, PULSE_3);
parameter COUNTER_WIDTH = 17;
parameter W = 3;
input CLK, EN, RSTn;
input [1:0] MODE;
output reg PULSE_1, PULSE_2, PULSE_3;
reg[COUNTER_WIDTH-1:0] reg_cnt;  
reg [COUNTER_WIDTH-1:0] CNT_MAX[0:5];
reg [W:0] PULSE_CNT_MAX[0:8];
wire [2:0] pulse_mode[0:2];		 
assign pulse_mode[0] = 0;
assign pulse_mode[1] = 1;
assign pulse_mode[2] = 2;
always@(reg_cnt) begin
	CNT_MAX[0] = 99999;	 
	CNT_MAX[1] = 999;
	CNT_MAX[2] = 1999;
	CNT_MAX[3] = 3999;
end
always@(reg_cnt) begin
	PULSE_CNT_MAX[0] = 2;
	PULSE_CNT_MAX[1] = 3;
	PULSE_CNT_MAX[2] = 4;
	PULSE_CNT_MAX[3] = 5;
	PULSE_CNT_MAX[4] = 6;
	PULSE_CNT_MAX[5] = 7;
	PULSE_CNT_MAX[6] = 8;
	PULSE_CNT_MAX[7] = 9;	
end
always @(posedge CLK or negedge RSTn) begin
	if (!RSTn) begin
		reg_cnt <=  {COUNTER_WIDTH{1'b0}};
	end
	else begin
		if(!EN)
			reg_cnt <=  {COUNTER_WIDTH{1'b0}};
		else begin
			if(reg_cnt == CNT_MAX[MODE])
				reg_cnt <=  {COUNTER_WIDTH{1'b0}};
			else
				reg_cnt <= reg_cnt + 1;
		end
	end
end
always @(posedge CLK or negedge RSTn) begin
	if (!RSTn) begin
		PULSE_1 <=1'b0;
		PULSE_2 <=1'b0;
		PULSE_3 <=1'b0;
	end
	else begin
		if(!EN) begin
			PULSE_1 <=1'b0;
			PULSE_2 <=1'b0;
			PULSE_3 <=1'b0;
		end
		else begin
			if(reg_cnt == 1)
				PULSE_1 <= 1'b1;
			else if(reg_cnt == PULSE_CNT_MAX[pulse_mode[0]])
				PULSE_1 <= 1'b0;
			if(reg_cnt == 1)
                PULSE_2 <= 1'b1;
            else if(reg_cnt == PULSE_CNT_MAX[pulse_mode[1]])
                PULSE_2 <= 1'b0;                
			if(reg_cnt == 1)
                PULSE_3 <= 1'b1;
            else if(reg_cnt == 100)
                PULSE_3 <= 1'b0;                				
		end
	end
end
endmodule
==> design/flow/run.sh <==
#!/bin/bash
# OpenROAD 26Q1-2900-gdf79404cd8, Yosys 0.63+post, stock flow scripts
make -C /OpenROAD-flow-scripts/flow DESIGN_CONFIG=/design/flow/config.mk WORK_HOME=/design/flow/orfs finish
==> design/flow/config.mk <==
export PLATFORM = sky130hd
export DESIGN_NAME = laser_pulse
export DESIGN_NICKNAME = laser_pulse
export VERILOG_FILES = /design/flow/design.v
export SDC_FILE = /design/flow/constraint.sdc
export NUM_CORES = 4
export LEC_CHECK = 1
export CORE_AREA = 10 10 110 110
export DIE_AREA = 0 0 120 120
==> design/flow/constraint.sdc <==
current_design laser_pulse

set clk_period 2.9
set clk_io_pct 0.2

create_clock -name clk0 -period $clk_period [get_ports {CLK}]

set non_clock_inputs [all_inputs -no_clocks]
set_input_delay [expr $clk_period * $clk_io_pct] -clock clk0 $non_clock_inputs
set_output_delay [expr $clk_period * $clk_io_pct] -clock clk0 [all_outputs]
==> flow_metrics.env <==
# source this file to load flow results
export IMPL_crit_arrival_ns=2.41
export IMPL_yosys_stat_seqShare_pct=41.5
export IMPL_slowest_delay_ns=0.66
export IMPL_flop_cell="dfrtp_1"
export IMPL_diodes=0
export IMPL_drive_above_1_share_pct=6.47
export IMPL_critPathSlowestCell="or4_1"
export IMPL_wire_per_inst_um=9.81
export IMPL_leakage_uw=0.000533
export IMPL_grt_max_degree=21
export IMPL_syn_area_um2=1210
export IMPL_routabilityCongestion=0.818
export IMPL_fillers=1099
export IMPL_fp_util_pct=12.3
export IMPL_dieArea_um2=14400
export IMPL_synth_warnings=3
export IMPL_worstPathMaxFanout=7
export IMPL_clock_latency_ns=0.26
export IMPL_ys_cells=133
export IMPL_grt_pass1_vias=1012
export IMPL_wl_mm=2.67
export IMPL_initialDrtViolationCount=93
export IMPL_synth_cell_types=35
export IMPL_finalWorstSetupSlack_ns=0.656
export IMPL_avgSynthCellArea_um2=9.07
export IMPL_cts_sinks=20
export IMPL_setup_viol=0
export IMPL_warning_count=30
export IMPL_dpl_worst_slack_ns=0.417
export IMPL_grt_pass1_wl_mm=4.69
export IMPL_synth_area_top_cells="dfrtp_1, ha_1, xnor2_1, nor3_1, o21ai_0"
export IMPL_edf_count=0
export IMPL_finalClockSkew_ns=0.00642
export IMPL_ys_chip_area_um2=1210
export IMPL_num_rows=36
export IMPL_seqCellArea_um2=500
export IMPL_rsz0062_at_grt="no"
export IMPL_hold_violations=0
export IMPL_cp_start_kind="register"
export IMPL_die_y_um=120
export IMPL_ioPinCount=8
export IMPL_path_clk_slew_ns=0.08
export IMPL_wl_met1_mm=1.16
export IMPL_fp_coreArea_um2=9770
export IMPL_pwr_density_cell_nw_per_um2=418
export IMPL_htreeDepth=1
export IMPL_overflow=0
export IMPL_port_buffers=7
export IMPL_logic_area_um2=637
export IMPL_min_path_type="reg2reg"
export IMPL_crit_top_cell="or4_1"
export IMPL_status="completed"
export IMPL_path_buffers=0
export IMPL_maxSlewHeadroom_pct=62.3
export IMPL_worstSetupPathType="reg2reg"
export IMPL_yosysTopAreaCell="dfrtp_1"
export IMPL_fp_dieW_um=120
export IMPL_drc=0
export IMPL_top_layer_used="met4"
export IMPL_post_synth_top_count_cell="dfrtp_1"
export IMPL_synth_cells=133
export IMPL_synth_top_cells_by_count="dfrtp_1, nor3_1, inv_1"
export IMPL_tightest_slew_ns=0.562
export IMPL_cts_resized=0
export IMPL_async_reset_ff_share_pct=100
export IMPL_drt_pass1_iterations=4
export IMPL_worstPathCellList="ha_1 -> nand2_1 -> or4_1 -> or4_1 -> a211oi_1"
export IMPL_antenna_found_initial=0
export IMPL_syn_to_final_growth_pct=24.5
export IMPL_cts_made_buffers=3
export IMPL_yosys_register_bits=20
export IMPL_fin_crit_sh_pct=77.4
export IMPL_top_cell_area_share_pct=41.5
export IMPL_antenna_left=0
export IMPL_path_delay_family="simple AND/OR/NAND/NOR gates"
export IMPL_cp_required_ns=3.07
export IMPL_cts_setup_buffers=0
export IMPL_fin_tns_setup_ns=0
export IMPL_track_usage_pct=3.80
export IMPL_cts_max_path_buffers=2
export IMPL_num_vias=991
export IMPL_slew_violations=0
export IMPL_met3WireLength_um=107
export IMPL_vdd_ir_drop_max_mv=0.130
export IMPL_cp_end_kind="register"
export IMPL_cts_hold_buf=0
export IMPL_wl_met2_mm=1.36
export IMPL_period_minus_slack_ns=2.24
export IMPL_fmax_mhz=446
export IMPL_hpwlAfterDp_mm=1.94
export IMPL_cts_tree="built"
export IMPL_drv_cap=0
export IMPL_clock_root_buffer="clkbuf_8"
export IMPL_via_per_inst=3.64
[per-stage QoR]
step / utilization, % / hold WS, ns / cell area (um2) / cells / total power [uW]
detailed placement: 14.6 / 0.539 / 1430 / 268 / 353
CTS: 15.4 / 0.549 / 1500 / 272 / 636
finish: 15.4 / 0.543 / 1500 / 272 / 628
global placement: 14.6 / 0.535 / 1430 / 268 / 352
global route: 15.4 / 0.599 / 1500 / 272 / 655
floorplan: - / 0.284 / 1210 / 133 / 322
[worst paths after layout]
kind / start / endpoint / slack [ns] / depth (start not counted)
max in group asynchronous: RSTn / reg_cnt[1]$_DFF_PN0_ / 2.02 / 2
min in group asynchronous: RSTn / reg_cnt[13]$_DFF_PN0_ / 0.66 / 2
hold reg to reg: PULSE_3$_DFFE_PN0P_ / PULSE_3$_DFFE_PN0P_ / 0.54 / 2
setup / recovery: reg_cnt[0]$_DFF_PN0_ / reg_cnt[16]$_DFF_PN0_ / 0.66 / 5
setup reg to reg: reg_cnt[0]$_DFF_PN0_ / reg_cnt[16]$_DFF_PN0_ / 0.66 / 5
hold / removal: PULSE_3$_DFFE_PN0P_ / PULSE_3$_DFFE_PN0P_ / 0.54 / 2
[state kept, by name, indices dropped and copies added, names as in the netlist]
register	flops
PULSE_3	1
PULSE_1	1
PULSE_2	1
reg_cnt	17
[per-layer routing]
metal	vias up	global-route usage, %
met3	4	0.904
met5	-	0
met2	11	6.77
li1	484	-
met1	492	4.62
met4	0	0.603
[report_power, final]
part / switching [uW] / internal (uW) / leakage [uW] / total [uW]
Clock: 98.8 / 184 / 0.0000357 / 283
Sequential: 7.46 / 286 / 0.000275 / 294
Combinational: 26.0 / 24.8 / 0.000223 / 50.8
[cell type report]
cell class,count,area share [%]
Clock buffer,3,2.75
Clock inverter,1,2.00
Inverter,11,2.75
Multi-Input combinational cell,95,42.4
Sequential cell,20,33.3
Tap cell,133,11.1
Timing Repair Buffer,9,5.67
[worst reg2reg max path, cell delays in order, from the launching register on]
cell and delay (ns):
dfrtp_1 0.44, ha_1 0.30, nand2_1 0.09, or4_1 0.66, or4_1 0.45, a211oi_1 0.23
[kinds of logic (layout without fill, tap and decap cells)]
| group | count (synthesis) | after routing | share of synthesized area (%) |
|---|---|---|---|
| XOR/XNOR | 10 | 10 | 7.26 |
| AND-OR/OR-AND | 22 | 22 | 10.7 |
| flip-flops | 20 | 20 | 41.5 |
| buffers and inverters | 18 | 24 | 6.22 |
| AND/OR/NAND/NOR | 56 | 56 | 27.1 |
| adder cells (fa/ha/maj) | 7 | 7 | 7.26 |
[cell usage in the layout, fill, tap and decap left out, types with 2 or more instances in the layout]
master,instances
dfrtp_1,20
nor3_1,12
inv_1,10
o21ai_0,8
xnor2_1,7
nand2_1,7
ha_1,7
clkdlybuf4s50_1,7
nor2_1,6
a21oi_1,6
nand4_1,5
or3_1,5
nand3_1,3
xor2_1,3
or4_1,3
a211oi_1,3
clkbuf_8,3
and2_1,2
nor4_1,2
nand3b_1,2
buf_4,2
No activity file was given, so power comes from the tool's default toggle rates.
